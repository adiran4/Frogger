==> flow/design.v <==
module frog(clk, reset, resetField, pause, left, right, up, down , currentArray, greenArray );
	input logic clk, left, right, up, down, reset, resetField, pause;
	input logic [15:0][15:0] currentArray;
	output logic [15:0][15:0] greenArray;
	always_ff @(posedge clk) begin
    	if (reset | resetField | (up & currentArray[15] != 16'b0000000000000000)) begin
          greenArray <= {{16'b0000000000000000},
								{16'b00000000000000000},
								{16'b00000000000000000},
								{16'b00000000000000000},
								{16'b00000000000000000},
								{16'b00000000000000000},
								{16'b00000000000000000},
								{16'b00000000000000000},
								{16'b00000000000000000},
								{16'b00000000000000000},
								{16'b00000000000000000},
								{16'b00000000000000000},
								{16'b00000000000000000},
								{16'b00000000000000000},
								{16'b00000000000000000},
								{16'b00000001000000000}
								};
		end else if (down & currentArray[0] != 16'b0000000000000000) begin  
			greenArray <= currentArray;
		end else if (down) begin   
			greenArray[15] <= 16'b0000000000000000;
			greenArray[14:0] <= currentArray[15:1];
		end else if (up) begin
			greenArray[15:1] <= currentArray[14:0];
			greenArray[0] <= 16'b0000000000000000;
		end else if (right & (currentArray[0][0] == 1'b1 | currentArray[1][0] == 1'b1 | currentArray[2][0] == 1'b1 | currentArray[3][0] == 1'b1 | currentArray[4][0] == 1'b1 |
					currentArray[5][0] == 1'b1  | currentArray[6][0] == 1'b1 | currentArray[7][0] == 1'b1  |
					currentArray[8][0] == 1'b1  | currentArray[9][0] == 1'b1  | currentArray[10][0] == 1'b1 |
					currentArray[11][0] == 1'b1 | currentArray[12][0] == 1'b1 | currentArray[13][0] == 1'b1 |
					currentArray[14][0] == 1'b1 | currentArray[15][0] == 1'b1)) begin   
			greenArray[0] <= {currentArray[0][0], currentArray[0][15:1]};
			greenArray[1] <= {currentArray[1][0], currentArray[1][15:1]};
			greenArray[2] <= {currentArray[2][0], currentArray[2][15:1]};
			greenArray[3] <= {currentArray[3][0], currentArray[3][15:1]};
			greenArray[4] <= {currentArray[4][0], currentArray[4][15:1]};
			greenArray[5] <= {currentArray[5][0], currentArray[5][15:1]};
			greenArray[6] <= {currentArray[6][0], currentArray[6][15:1]};
			greenArray[7] <= {currentArray[7][0], currentArray[7][15:1]};
			greenArray[8] <= {currentArray[8][0], currentArray[8][15:1]};
			greenArray[9] <= {currentArray[9][0], currentArray[9][15:1]};
			greenArray[10] <= {currentArray[10][0], currentArray[10][15:1]};
			greenArray[11] <= {currentArray[11][0], currentArray[11][15:1]};
			greenArray[12] <= {currentArray[12][0], currentArray[12][15:1]};
			greenArray[13] <= {currentArray[13][0], currentArray[13][15:1]};
			greenArray[14] <= {currentArray[14][0], currentArray[14][15:1]};
			greenArray[15] <= {currentArray[15][0], currentArray[15][15:1]};
		end else if (right) begin   
			greenArray[0] <= {1'b0, currentArray[0][15:1]};
			greenArray[1] <= {1'b0, currentArray[1][15:1]};
			greenArray[2] <= {1'b0, currentArray[2][15:1]};
			greenArray[3] <= {1'b0, currentArray[3][15:1]};
			greenArray[4] <= {1'b0, currentArray[4][15:1]};
			greenArray[5] <= {1'b0, currentArray[5][15:1]};
			greenArray[6] <= {1'b0, currentArray[6][15:1]};
			greenArray[7] <= {1'b0, currentArray[7][15:1]};
			greenArray[8] <= {1'b0, currentArray[8][15:1]};
			greenArray[9] <= {1'b0, currentArray[9][15:1]};
			greenArray[10] <= {1'b0, currentArray[10][15:1]};
			greenArray[11] <= {1'b0, currentArray[11][15:1]};
			greenArray[12] <= {1'b0, currentArray[12][15:1]};
			greenArray[13] <= {1'b0, currentArray[13][15:1]};
			greenArray[14] <= {1'b0, currentArray[14][15:1]};
			greenArray[15] <= {1'b0, currentArray[15][15:1]};
		end else if (left & (currentArray[0][15] == 1'b1 | currentArray[1][15] == 1'b1 | currentArray[2][15] == 1'b1 | currentArray[3][15] == 1'b1 | currentArray[4][15] == 1'b1 |
					currentArray[5][15] == 1'b1 | currentArray[6][15] == 1'b1 | currentArray[7][15] == 1'b1 | currentArray[8][15] == 1'b1 | currentArray[9][15] == 1'b1 | 
					currentArray[10][15] == 1'b1| currentArray[11][15] == 1'b1| currentArray[12][15] == 1'b1| currentArray[13][15] == 1'b1| currentArray[14][15] == 1'b1| currentArray[15][15] == 1'b1)) begin  
			greenArray[0] <= {currentArray[0][14:0], currentArray[0][15]};
			greenArray[1] <= {currentArray[1][14:0], currentArray[1][15]};
			greenArray[2] <= {currentArray[2][14:0], currentArray[2][15]};
			greenArray[3] <= {currentArray[3][14:0], currentArray[3][15]};
			greenArray[4] <= {currentArray[4][14:0], currentArray[4][15]};
			greenArray[5] <= {currentArray[5][14:0], currentArray[5][15]};
			greenArray[6] <= {currentArray[6][14:0], currentArray[6][15]};
			greenArray[7] <= {currentArray[7][14:0], currentArray[7][15]};
			greenArray[8] <= {currentArray[8][14:0], currentArray[8][15]};
			greenArray[9] <= {currentArray[9][14:0], currentArray[9][15]};
			greenArray[10] <= {currentArray[10][14:0], currentArray[10][15]};
			greenArray[11] <= {currentArray[11][14:0], currentArray[11][15]};
			greenArray[12] <= {currentArray[12][14:0], currentArray[12][15]};
			greenArray[13] <= {currentArray[13][14:0], currentArray[13][15]};
			greenArray[14] <= {currentArray[14][14:0], currentArray[14][15]};
			greenArray[15] <= {currentArray[15][14:0], currentArray[15][15]};
		end else if (left) begin
			greenArray[0] <= {currentArray[0][14:0], 1'b0};
			greenArray[1] <= {currentArray[1][14:0], 1'b0};
			greenArray[2] <= {currentArray[2][14:0], 1'b0};
			greenArray[3] <= {currentArray[3][14:0], 1'b0};
			greenArray[4] <= {currentArray[4][14:0], 1'b0};
			greenArray[5] <= {currentArray[5][14:0], 1'b0};
			greenArray[6] <= {currentArray[6][14:0], 1'b0};
			greenArray[7] <= {currentArray[7][14:0], 1'b0};
			greenArray[8] <= {currentArray[8][14:0], 1'b0};
			greenArray[9] <= {currentArray[9][14:0], 1'b0};
			greenArray[10] <= {currentArray[10][14:0], 1'b0};
			greenArray[11] <= {currentArray[11][14:0], 1'b0};
			greenArray[12] <= {currentArray[12][14:0], 1'b0};
			greenArray[13] <= {currentArray[13][14:0], 1'b0};
			greenArray[14] <= {currentArray[14][14:0], 1'b0};
			greenArray[15] <= {currentArray[15][14:0], 1'b0};
		end else if (pause) begin
			greenArray <= currentArray;
		end else begin
			greenArray <= currentArray;
		end
	end
endmodule
==> flow/run.sh <==
#!/bin/bash
# OpenROAD 26Q1-2900-gdf79404cd8, Yosys 0.63+post, stock flow scripts
make -C /OpenROAD-flow-scripts/flow DESIGN_CONFIG=/design/flow/config.mk WORK_HOME=/design/flow/orfs finish
==> flow/config.mk <==
export PLATFORM = sky130hd
export DESIGN_NAME = frog
export DESIGN_NICKNAME = frog
export VERILOG_FILES = /design/flow/design.v
export SDC_FILE = /design/flow/constraint.sdc
export NUM_CORES = 4
export LEC_CHECK = 1
export CORE_AREA = 10 10 317 317
export DIE_AREA = 0 0 327 327
==> flow/constraint.sdc <==
current_design frog

set clk_period 36.8
set clk_io_pct 0.2

create_clock -name clk0 -period $clk_period [get_ports {clk}]

set non_clock_inputs [all_inputs -no_clocks]
set_input_delay [expr $clk_period * $clk_io_pct] -clock clk0 $non_clock_inputs
set_output_delay [expr $clk_period * $clk_io_pct] -clock clk0 [all_outputs]
==> results.json <==
{
  "ys_cells": 2554,
  "path_max_fanout": 57,
  "cts_resized": 0,
  "synthToLayoutAreaGrowth_pct": 39.8,
  "slew_viol_final": 0,
  "clkTransAtPathRegs_ps": 60,
  "first_global_vias": 20300,
  "fin_area_um2": 24900,
  "synth_area_um2": 17800,
  "min_period_ps": 11400,
  "ys_sh_xor_pct": 0,
  "numCtsBuffers": 36,
  "maxCapViolCount": 0,
  "place_hpwl_um": 71800,
  "async_flop_share_pct": 0,
  "slew-limit-headroom_pct": 42.9,
  "hold_buffers": 0,
  "drive_gt1_share_pct": 3.55,
  "vias": 21700,
  "die_w_um": 327,
  "logic_family": "AND-OR/OR-AND gates",
  "synth.distinct_cells": 29,
  "lay_top_count": "nand2_1",
  "yosys_area_um2": 17800,
  "end_kind": "register",
  "crit_required_ps": 37290,
  "dpl_worst_slack_ps": 24840,
  "place_congestion": 0.926,
  "cts_tree": "done",
  "cp_slowest_cell": "and2_4",
  "core-area_um2": 93500,
  "finalSetupTns_ps": 0,
  "synth-compound-area-share_pct": 40.4,
  "hold_class": "in2reg",
  "io-pin-count": 520,
  "cp-start-kind": "primary input",
  "tightest_slew_ps": 855,
  "grt_first_pass_wirelength_um": 144000,
  "final-hold-violation-count": 0,
  "fmax_mhz": 87.7,
  "clk_path_buf_depth": 3,
  "crit_path_frequent_cell": "buf_4",
  "first_pass_iters": 6,
  "simple_gate_share_pct": 16.1,
  "status": "completed",
  "finalPower_uw": 845,
  "yosys.area_share.adder_pct": 0,
  "grt_usage_pct": 17.9,
  "crit_family": "simple AND/OR/NAND/NOR gates",
  "cp_slowest_stage_delay_ps": 740,
  "fin_ws_ps": 25400,
  "fill_cells": 10100,
  "antenna_left": 0,
  "drt_wl_total_um": 100000,
  "num_rows": 112,
  "finalClockPeriodUsage_pct": 31.0,
  "top_regs": "greenArray (256)",
  "cellLeakagePower_uw": 0.00911,
  "grt_start_max_net_pins": 158,
  "utilization_pct": 26.6,
  "top_register": "greenArray",
  "ys_top_cells_by_area": "dfxtp_1 (29%), nand2_1 (15%), a221oi_1 (12%)",
  "postCtsSetupBuffers": 0,
  "viasPerCell": 5.26,
  "placed_area_um2": 23700,
  "grt-ovfl-total": 0,
  "synth_area_per_cell_um2": 6.97,
  "setup_viol": 0,
  "criticalPathCategory": "in2reg",
  "mux_share_pct": 2.70,
  "crit_chain": "clkdlybuf4s50_1, or4_1, nor3_1, and2_4, buf_4, buf_4, nand2_1, a311oi_1",
  "largest_reg_flops": 256,
  "root_buffer": "clkbuf_16",
  "dieArea_um2": 107000,
  "synth-seq-cells": 256,
  "edf_count": 0,
  "drt-initial-drc-count": 2939,
  "rsz0062_at_grt": "no",
  "final_cell_mix": "nand2_1 (711), clkdlybuf4s50_1 (514), dfxtp_1 (256)",
  "post-route-drc-count": 0,
  "portBuffers": 518,
  "die_y_um": 327,
  "h-tree-depth": 2,
  "ir_worst_vdd_mv": 0.0260,
  "ys_seq_share_pct": 28.8,
  "post_drt_wl_per_cell_um": 24.2,
  "ff_type": "dfxtp_1",
  "min-delay-start": "down",
  "fp_util_pct": 19.0,
  "cp_num_buf_inv": 3,
  "arrival_ps": 11890,
  "synth_area_leader_cell": "dfxtp_1",
  "power-per-cell-area_nw_per_um2": 34.0,
  "syn_inst": 2554,
  "antenna_found_initial": 7,
  "cp-startpoint": "currentArray[3]",
  "ys_warn_count": 1,
  "cts.sinks": 256,
  "warnings": 41,
  "top_area_share_pct": 28.8
}
[through the flow]
stage	cells	hold WS, ps
floorplan	2554	7480
global placement	4062	7870
detailed placement	4062	7880
CTS	4126	7230
global route	4130	7300
finish	4132	7300
[final timing paths]
path / end / cells after the start
worst min-delay path: greenArray[47] / 2
worst max-delay path: greenArray[95] / 8
[power by group]
group | leakage [µW] | switching, µW | internal, µW
registers | 0.00208 | 3.21 | 287
logic | 0.00644 | 115 | 78.4
clock network | 0.000583 | 148 | 214
total | 0.00911 | 266 | 579
[routing by layer]
layer / global-route usage [%] / up-vias / share of wire, %
met5: 0 / - / 0.024
met2: 27.0 / 1215 / 44
li1: - / 10000 / -
met1: 24.8 / 10400 / 42
met3: 5.49 / 145 / 10
met4: 4.77 / 4 / 2.9
[kinds of logic after synthesis]
logic type / Yosys count
buf+inv: 535
mux: 48
compound gates: 969
simple gates: 746
flops: 256
[synth_stat cells, drive strengths merged (3+ instances only)]
| cell | count |
|---|---|
| o211ai | 207 |
| dfxtp | 256 |
| inv | 238 |
| nor4 | 5 |
| or4 | 3 |
| clkbuf | 265 |
| a221oi | 236 |
| nand2 | 712 |
| a311oi | 224 |
| a21oi | 231 |
| nor2 | 19 |
| nor2b | 3 |
| buf | 32 |
| mux2i | 48 |
| o21ai | 49 |
| a222oi | 15 |
[cell type report]
type	instances	area [µm²]	share of cell area, %
well taps	1254	1570	6.31
flip-flops and latches	256	5120	20.6
clock buffers	55	1100	4.44
repair buffers	551	5500	22.1
multi-input cells	1763	10600	42.5
inverters	238	901	3.62
clock inverters	9	90.1	0.362
diodes	6	15.0	0.0604
Power figures rest on the tool's default switching activity, not on a simulated workload.
