<file path="/design/flow/run.sh">
#!/bin/bash
# OpenROAD 26Q1-2900-gdf79404cd8, Yosys 0.63+post, stock flow scripts
make -C /OpenROAD-flow-scripts/flow DESIGN_CONFIG=/design/flow/config.mk WORK_HOME=/design/flow/orfs finish
</file>
<file path="/design/flow/config.mk">
export PLATFORM = sky130hd
export DESIGN_NAME = cars
export DESIGN_NICKNAME = cars
export VERILOG_FILES = /design/flow/design.v
export SDC_FILE = /design/flow/constraint.sdc
export NUM_CORES = 4
export LEC_CHECK = 1
export CORE_AREA = 10 10 296 296
export DIE_AREA = 0 0 306 306
</file>
<file path="/design/flow/constraint.sdc">
current_design cars

set clk_period 37.9
set clk_io_pct 0.2

create_clock -name clk0 -period $clk_period [get_ports {clk}]

set non_clock_inputs [all_inputs -no_clocks]
set_input_delay [expr $clk_period * $clk_io_pct] -clock clk0 $non_clock_inputs
set_output_delay [expr $clk_period * $clk_io_pct] -clock clk0 [all_outputs]
</file>
<file path="/design/flow/design.v">
module cars (clk, reset, resetField, pause, currentArray, redArray, level);
	input logic clk, reset, resetField, pause;
	input logic [15:0][15:0] currentArray;
	output logic [15:0][15:0] redArray;
	input logic [3:0] level;
	logic enable, level1, level2, level3, level4;
   always_comb begin
		if (level == 4'b0010) begin
			enable = level2;
		end else if (level == 4'b0100) begin
			enable = level3;
		end else if (level == 4'b1000) begin
			enable = level4;
		end else begin
			enable = level1;
		end
	end
	enable1 lev1(.clk(clk), .enable(level1));
	enable2 lev2(.clk(clk), .enable(level2));
	enable3 lev3(.clk(clk), .enable(level3));
	enable4 lev4(.clk(clk), .enable(level4));
	always_ff @(posedge clk) begin
		if (reset || resetField) begin
			redArray <= {  {16'b1001100101100110},
								{16'b1001000001001100},
								{16'b0101100110001101},
								{16'b1010000100100100},
								{16'b1010001100101100},
								{16'b1011000110101100},
								{16'b1010001100101000},
								{16'b1011001100101101},
								{16'b1010101000101100},
								{16'b1011101100100100},
								{16'b1011000100101100},
								{16'b1011001100111100},
								{16'b0010011001101110},
								{16'b1011001100101000},
								{16'b1010101100101100},
								{16'b0000000000000000}
							  };
		end else if (pause) begin
			redArray <= currentArray;
		end else if (enable == 1'b1) begin 
			redArray[0] <= {currentArray[0][14:0], currentArray[0][15]};
			redArray[1] <= {currentArray[1][14:0], currentArray[2][15]};
			redArray[2] <= {currentArray[2][14:0], currentArray[3][15]};
			redArray[3] <= {currentArray[3][14:0], currentArray[6][15]};
			redArray[4] <= {currentArray[4][14:0], currentArray[8][15]};
			redArray[5] <= {currentArray[5][14:0], currentArray[10][15]};
			redArray[6] <= {currentArray[6][14:0], currentArray[12][15]};
			redArray[7] <= {currentArray[7][14:0], currentArray[13][15]};
			redArray[8] <= {currentArray[8][14:0], currentArray[14][15]};
			redArray[9] <= {currentArray[9][14:0], currentArray[15][15]};
			redArray[10] <= {currentArray[10][14:0], currentArray[13][15]};
			redArray[11] <= {currentArray[11][14:0], currentArray[11][15]};
			redArray[12] <= {currentArray[12][14:0], currentArray[9][15]};
			redArray[13] <= {currentArray[13][14:0], currentArray[7][15]};
			redArray[14] <= {currentArray[14][14:0], currentArray[4][15]};
			redArray[15] <= {currentArray[15][14:0], currentArray[1][15]};
		end else begin
			redArray <= currentArray;
		end
	end
endmodule
module enable1 (clk, enable);
	input clk;
	output reg enable;
	reg [13:0] num = 14'b00000000000000;
	always @(posedge clk)
		if (num == 14'b00000000000000) begin
			enable <= 1'b1;
			num <= 14'b00000000000001;
		end
		else begin
			enable <= 1'b0;
			num <= num + 14'b00000000000001;
		end
endmodule
module enable2 (clk, enable);
	input clk;
	output reg enable;
	reg [12:0] num = 13'b0000000000000;
	always @(posedge clk)
		if (num == 13'b0000000000000) begin
			enable <= 1'b1;
			num <= 13'b0000000000001;
		end
		else begin
			enable <= 1'b0;
			num <= num + 13'b0000000000001;
		end
endmodule
module enable3 (clk, enable);
	input clk;
	output reg enable;
	reg [11:0] num = 12'b000000000000;
	always @(posedge clk)
		if (num == 12'b000000000000) begin
			enable <= 1'b1;
			num <= 12'b000000000001;
		end
		else begin
			enable <= 1'b0;
			num <= num + 12'b000000000001;
		end
endmodule
module enable4 (clk, enable);
	input clk;
	output reg enable;
	reg [10:0] num = 11'b00000000000;
	always @(posedge clk)
		if (num == 11'b00000000000) begin
			enable <= 1'b1;
			num <= 11'b00000000001;
		end
		else begin
			enable <= 1'b0;
			num <= num + 11'b00000000001;
		end
endmodule
</file>
==> CHANGELOG.md <==
## Flow update

* # Cells Yosys at 1325
* Area leader share at 0.5647
* Cell Chain, Critical Path: clkdlybuf4s50_1, or4b_1, a21boi_2, o31a_4, buf_4, buf_4, nand2_1, a21oi_1
* Root buf cell: clkbuf_16
* Die Span Y at 306 um
* CP max-delay cell: buf_4
* Final instance area at 18420 sq um
* First-pass GRT wire length at 70.95 mm
* Clk slew on worst S/H paths at 0.06 ns
* MaxCap Viol Count at 0
* Vias in the first global route at 10330
* PortBufs at 519
* Worst EP arrival at 10.93 ns
* Commonest cells after routing, fill and taps aside: 524 x nand2_1, 519 x clkdlybuf4s50_1, 310 x dfxtp_1
* Placer Congestion at 0.8492
* Clock Sink Count at 310
* H-tree depth at 2
* Synth area leaders: dfxtp_1 56%, nand2_1 18%, a21oi_1 6.6%
* Area of the core at 80810 sq um
* Syn_area_per_cell at 8.294 sq um
* Post-synth regs at 310
* 1st-pass router iterations at 5
* Post-layout util at 0.2279
* Met1 Use GR at 0.1328
* Post-layout period usage at 0.2760
* NetSw at 188.1 uW
* Status: finished clean
* Distinct cells, synth at 30
* Post-CTS Setup Inserts at 0
* Worst vdd ir at 0.00003134 V
* FP Util at 0.1360
* Yosys chip area at 10990 sq um
* Total gr overflow at 0
* Total tool warning count at 29
* Sw Share at 0.2353
* Largest net degree at the start of global routing at 75
* Comb power frac at 0.100
* Internal Power at 611.3 uW
* WL final at 49.87 mm
* Slew @ Worst Pin at 0.8089 ns
* Ports at 520
* Leak at 7.031 nW
* Area Overhead vs Synth at 67.57%
* Synthesized cell area at 10990 sq um
* Final setup fails at 0
* Chip area at 93640 sq um
* Total track usage at 0.1021
* Final hold vios at 0
* CP Max Fanout at 60
* Synth warnings at 5
* Main synth FF type: dfxtp_1
* CTS Buf Count at 39
* Antenna violations before repair at 6
* Final Max-Slew Violation Tally at 0
* Crit path DRT at 38.37 ns
* Fillers at 8768
* Pwr dens at 43.41 nW/um^2
* CTS tree: built
* Yosys top cell by area: dfxtp_1
* Met3 GRT Util at 0.04229
* Sequential Power Share at 0.427
* Most numerous logic cell after layout: nand2_1
* Detailed Route Iter0 Violations at 521
* Die x size at 306 um
* Placement Rows at 104
* Max incr delay on CP at 0.66 ns
* Busiest grt layer: met2
* Residual DRC at 0
* Placed Area at 17130 sq um
* Post-route antenna net violation count at 0
* Hold buffers post-CTS at 0
* Max Clock Freq at 95.60 MHz
* Slew headroom at 0.4608
* Syn Inst Count at 1325
* DR WL/cell at 17.18 um
* Later-pin clock latency in the skew report at 0.56 ns
* TNS Setup at 0 ns
* Post-synth EDFFs at 0
* Final Non-Filler Cells at 2902
* Placed Cells incl. Taps at 2833
* Worst hold margin at 0.4427 ns
* Clock share of power at 0.473
* Drt via density at 3.619
* Worst hold path class: reg -> reg
* Worst Setup Start Kind: input pin
* Setup Skew at 0.02052 ns
* CTS Buffer Depth at 3
* Vias at 10500
* Layout cell share with drive strength beyond 1 at 0.04400
* Met2 Use GR at 0.1580
* Crit Path Class: in -> reg
* Cts repair resizes at 0
* Clock period minus worst slack at 10.46 ns
* Crit. End Element: flop
* Asr flop ratio synth at 0
* Seq/Total Area, Yosys at 0.5647
* CP most frequent cell: buf_4
* RSZ-0062 raised after global routing: no
* Hpwl dp at 37.49 mm
-- power groups by stage --
stage         sequential (mW)  combinational, mW  clock [mW]
CTS                     0.341             0.0820       0.395
global route            0.342             0.0875       0.407
finish                  0.341             0.0801       0.378
-- critical path, delay by kind of cell --
kind / cells / cell delay (ns)
buf+inv: 3 / 1.78
compound gates: 3 / 0.77
simple gates: 2 / 0.71
-- routing by layer --
layer,wire length (um),share of wire
met3,4940,0.099
met5,63,0.0013
met4,1284,0.026
met1,21350,0.43
met2,22230,0.45
-- stage by stage --
stage | setup WS (ns) | total power [mW]
final | 27.44 | 0.7994
after global routing | 27.20 | 0.8362
after CTS | 27.44 | 0.8182
after detailed placement | 26.83 | 0.4296
after global placement | 26.87 | 0.4298
after floorplan | 28.88 | 0.3627
-- synthesized netlist by cell type, types with 5 or more instances --
cell and instances:
ha_1 8, nand3_1 133, xor2_1 8, clkbuf_1 29, nand2_1 524, nor4_1 7
inv_1 15, buf_4 10, buf_6 12, a21oi_1 146, nor2_1 13, and3_1 12
dfxtp_1 310, and2_1 5, buf_2 33, xnor2_1 34, nand4_1 7
-- worst paths after layout --
| kind | startpoint | end | slack [ns] | depth (start not counted) |
|---|---|---|---|---|
| setup / recovery | level[1] | redArray[190] | 27.44 | 8 |
| hold / removal | lev1.num[0] | lev1.num[0] | 0.44 | 1 |
| setup reg to reg | lev1.enable | redArray[239] | 34.72 | 7 |
| hold reg to reg | lev1.num[0] | lev1.num[0] | 0.44 | 1 |
-- registers in the layout (all words and copies together), names as in the netlist --
signal and flops:
lev2.num 13, lev1.enable 1, lev4.enable 1, lev2.enable 1, lev1.num 14, lev3.enable 1, lev3.num 12, lev4.num 11
redArray 256
-- cell families (layout without fill, tap and decap cells) --
logic type,after synthesis,count (layout),synth area share
buf+inv,99,615,0.04919
fa+ha+maj,8,8,0.009109
flops,310,310,0.5647
other cells,0,1,0
compound gates,152,152,0.07321
xor+xnor,42,42,0.03347
simple gates,714,714,0.2703
-- area by class of cell --
| class | count | area [sq um] | share of cell area |
|---|---|---|---|
| Tap cell | 1060 | 1326 | 0.07202 |
| Clock buffer | 52 | 1095 | 0.05945 |
| Timing Repair Buffer | 532 | 5293 | 0.2874 |
| Clock inverter | 16 | 183.9 | 0.009988 |
| Multi-Input combinational cell | 916 | 4253 | 0.2309 |
| Sequential cell | 310 | 6206 | 0.3370 |
| Antenna cell | 1 | 2.502 | 0.0001359 |
| Inverter | 15 | 56.30 | 0.003057 |
Power is estimated from default activity; no workload was simulated.
