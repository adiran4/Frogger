<file path="run.sh">
#!/bin/bash
# OpenROAD 26Q1-2900-gdf79404cd8, Yosys 0.63+post, stock flow scripts
make -C /OpenROAD-flow-scripts/flow DESIGN_CONFIG=/design/flow/config.mk WORK_HOME=/design/flow/orfs finish
</file>
<file path="config.mk">
export PLATFORM = sky130hd
export DESIGN_NAME = collision
export DESIGN_NICKNAME = collision
export VERILOG_FILES = /design/flow/design.v
export SDC_FILE = /design/flow/constraint.sdc
export NUM_CORES = 4
export LEC_CHECK = 1
export CORE_AREA = 10 10 203 203
export DIE_AREA = 0 0 213 213
</file>
<file path="constraint.sdc">
current_design collision

set clk_period 3.5
set clk_io_pct 0.2

create_clock -name clk0 -period $clk_period [get_ports {clk}]

set non_clock_inputs [all_inputs -no_clocks]
set_input_delay [expr $clk_period * $clk_io_pct] -clock clk0 $non_clock_inputs
set_output_delay [expr $clk_period * $clk_io_pct] -clock clk0 [all_outputs]
</file>
<file path="design.v">
module collision (clk, gA, rA, resetgame);
	input logic clk;
	input logic [15:0][15:0] gA, rA;
	output logic resetgame;
	always_ff @(posedge clk) begin
		if (((gA[0] & rA[0])  != 16'b0000000000000000) | ((gA[1] & rA[1]) != 16'b0000000000000000)  | ((gA[2] & rA[2]) != 16'b0000000000000000)
			|((gA[3] & rA[3])  != 16'b0000000000000000) | ((gA[4] & rA[4]) != 16'b0000000000000000)  | ((gA[5] & rA[5]) != 16'b0000000000000000) 
			|((gA[6] & rA[6])  != 16'b0000000000000000) | ((gA[7] & rA[7]) != 16'b0000000000000000)  | ((gA[8] & rA[8]) != 16'b0000000000000000)
			|((gA[9] & rA[9])  != 16'b0000000000000000) | ((gA[10] & rA[10]) != 16'b0000000000000000)| ((gA[11] & rA[11]) != 16'b0000000000000000)
			|((gA[12] & rA[12]) != 16'b0000000000000000)| ((gA[13] & rA[13]) != 16'b0000000000000000)| ((gA[14] & rA[14]) != 16'b0000000000000000)
			|((gA[15] & rA[15]) != 16'b0000000000000000)) begin
			resetgame <= 1'b1;
		end else begin
			resetgame <= 1'b0;
		end
	end
endmodule
</file>
==> results.json <==
{
  "cp_max_fo": 1,
  "via_per_inst": 3.348,
  "worst_pin_slew_ns": 1.079,
  "largest_reg_flops": 1,
  "final_common_cell": "clkdlybuf4s50_1",
  "tool_warnings": 28,
  "path_clk_slew_ns": 0,
  "period_minus_slack_ns": 3.161,
  "final_cell_area_sq_um": 7208,
  "ant_nets": 0,
  "dieWidth_um": 213,
  "top_register": "resetgame",
  "ys_warn_count": 1,
  "cp.arrival_ns": 2.98,
  "path_cells": "clkdlybuf4s50_1 > a22o_1 > a221oi_1 > nand4_1 > nor4_1 > nand4_1",
  "grt_max_degree": 2,
  "gr-usage-met3": 0.03077,
  "track_usage": 0.08878,
  "cts.repair.resized": 0,
  "grt.met2_usage": 0.1554,
  "cp_common_cell": "nand4_1",
  "mux_share": 0,
  "rows": 70,
  "yosysUniqueCellTypes": 6,
  "yosys_cells": 150,
  "placed_area_sq_um": 7208,
  "synth_area_leader_cell": "a22o_1",
  "die-height_um": 213,
  "post_cts_buffers": 0,
  "routed-via-count": 3793,
  "grt_first_pass_wirelength_um": 28810,
  "grt-busiest-layer": "met2",
  "cpPeakStageDelay_ns": 0.88,
  "gp_congestion": 0.9645,
  "drtIter0Drc": 113,
  "wl_um": 22600,
  "min_path_type": "reg -> out",
  "yosys.area_share.simple": 0.08921,
  "status": "complete, no violations",
  "peakVddDrop_mv": 0.03818,
  "pwr_density_cell_nw_per_um2": 107.1,
  "synthCells": 150,
  "gr-total-overflow": 0,
  "remaining_drc_errors": 0,
  "cp.required_ns": 3.32,
  "fp.coreArea_sq_um": 36700,
  "cp_slowest_cell": "nor4_1",
  "slew_viol_final": 0,
  "top_area_frac": 0.3806,
  "rsz0062_at_grt": "false",
  "ys_sh_xor": 0,
  "grt_pass1_vias": 4387,
  "criticalPathCategory": "in -> reg",
  "cp-start-kind": "input port",
  "ys_ff": 1,
  "synth_chip_area_sq_um": 1473,
  "use_met1": 0.1040,
  "cts-hold-fix-buffers": 0,
  "synthAoiAreaFrac": 0.8972,
  "diodes": 0,
  "cellLeakagePower_nw": 2.457,
  "initCoreUtil": 0.04013,
  "ys_seq_frac": 0.01359,
  "fmax_mhz": 316.4,
  "worst_setup_path_end_kind": "register",
  "finalHoldViolations": 0,
  "synth.avg_cell_area_sq_um": 9.818,
  "area_leaders": "a22o_1 38%, a221oi_2 33%, a221oi_1 19%",
  "area_growth_pct": 389.5,
  "relSlewSlack": 0.2738,
  "largestRegisters": "resetgame x1",
  "drive_gt1_frac": 0.05113,
  "fin_crit_sh": 0.9030,
  "drtPass1Iterations": 6,
  "avgRoutedWirePerCell_um": 19.94,
  "portBuffers": 513,
  "finalSetupViolCount": 0,
  "syn_area_sq_um": 1473,
  "io_pins": 514,
  "die_area_sq_um": 45370,
  "yosys.area_share.adder": 0,
  "topCombFamilyByArea": "AND-OR/OR-AND gates",
  "grt_antenna_before_repair": 5,
  "drv_cap": 0,
  "mostFrequentLayoutCells": "513 x clkdlybuf4s50_1, 64 x a22o_1, 32 x a221oi_2, 32 x a221oi_1, 17 x nand4_1",
  "setup_tns_ns": 0,
  "hpwlAfterDp_um": 21830
}
-- metrics by stage --
step | setup slack, ns | hold WS (ns) | utilization | std cells | power (mW)
2_1_floorplan | 1.824 | 0.9116 | - | 150 | 0.1298
3_3_place_gp | 0.1203 | 1.524 | 0.1964 | 1133 | 0.7715
5_1_grt | 0.1918 | 1.530 | 0.1964 | 1133 | 0.8121
4_1_cts | 0.1624 | 1.519 | 0.1964 | 1133 | 0.7771
3_5_place_dp | 0.1598 | 1.519 | 0.1964 | 1133 | 0.7730
6_report | 0.3393 | 1.478 | 0.1964 | 1133 | 0.7720
-- worst max-delay path: cells and delay by family --
family                 cells  cell delay [ns]
AND-OR/OR-AND              2             0.59
AND/OR/NAND/NOR            3             1.29
buffers and inverters      1             0.40
-- area by class of cell --
cell class              count  area [sq um]
well taps                 468         585.6
flip-flops and latches      1         20.02
multi-input cells         149          1453
fillers                  4020         29490
repair buffers            515          5150
-- path summary, 6_finish.rpt --
path                  startpoint         to  slack, ns  cells past startpoint
worst max-delay path      gA[13]  resetgame       0.34                      6
worst min-delay path   resetgame  resetgame       1.48                      1
-- synth_stat cells --
master    number
a221oi_2      32
dfxtp_1        1
nor4_1         4
nand4_1       17
a22o_1        64
a221oi_1      32
-- power breakdown --
| part | total [mW] | switching, mW | internal (mW) | leakage [nW] |
|---|---|---|---|---|
| clock | 0 | 0 | 0 | 0 |
| sequential | 0.0116 | 0 | 0.0116 | 0.00810 |
| combinational | 0.760 | 0.175 | 0.586 | 2.45 |
| total | 0.772 | 0.175 | 0.597 | 2.46 |
-- logic make-up (layout without fill, tap and decap cells) --
| kind of cell | count (synthesis) | in the layout |
|---|---|---|
| DFF | 1 | 1 |
| AOI/OAI and AO/OA | 128 | 128 |
| buffers and inverters | 0 | 515 |
| and+or+nand+nor | 21 | 21 |
-- layer usage --
metal | up-vias | part of all wire
li1 | 1842 | -
met1 | 1638 | 0.36
met2 | 295 | 0.49
met3 | 16 | 0.13
met4 | 2 | 0.015
met5 | - | 0.00058
Power and IR drop assume default switching activity.
